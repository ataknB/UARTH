File: flow/config.mk
export PLATFORM = sky130hd
export DESIGN_NAME = UARTH
export DESIGN_NICKNAME = UARTH
export VERILOG_FILES = /design/flow/design.v
export SDC_FILE = /design/flow/constraint.sdc
export NUM_CORES = 4
export LEC_CHECK = 1
export CORE_UTILIZATION = 30
File: flow/constraint.sdc
current_design UARTH

set clk_period 2.8
set clk_io_pct 0.2

create_clock -name clk0 -period $clk_period [get_ports {clk}]

set non_clock_inputs [all_inputs -no_clocks]
set_input_delay [expr $clk_period * $clk_io_pct] -clock clk0 $non_clock_inputs
set_output_delay [expr $clk_period * $clk_io_pct] -clock clk0 [all_outputs]
File: flow/design.v
module TX #(
    parameter PACKET = 8
)(  
    input clk,
    input rst,
    input [PACKET-1:0]in,
    input tx_en,
    output reg rx_en,
    output reg out
);
    reg [7:0]mem;
    reg [4:0]counter;
    reg wire_tx_en;
    always @(posedge clk, negedge rst)
    begin
        if(!rst)
        begin
            mem <= 8'd0;
            rx_en <= 1'd0;
            out <= 1'd0;
            counter <= 5'd0;
            wire_tx_en <= 1'b0;
        end
        else 
        begin
            if(tx_en)
            begin 
                wire_tx_en <= 1'b1;
                mem <= in;
            end
            else
            begin
            end
            if(wire_tx_en)
            begin
                case(counter)
                    5'd0:
                    begin
                        out <= 1'b0;
                        wire_tx_en <= 1'b1;
                        rx_en <= 1'b1; 
                    end
                    5'd1, 5'd2 , 5'd3  , 5'd4  , 5'd5  , 5'd6 , 5'd7  , 5'd8 :
                    begin
                        out <= mem[counter-1];
                        wire_tx_en <= 1'b1;
                        rx_en <= 1'b1; 
                    end
                    default:
                    begin
                        out <=1'b1;
                        wire_tx_en <= 1'b0;
                        rx_en <= 1'b0; 
                        counter <= 5'd0;
                    end     
                endcase
                if(counter == 5'd9)
                begin
                    counter <= 5'd0;
                end    
                else
                begin
                    counter <= counter + 1'b1;
                end    
           end
           else 
           begin
            out <= 1'd1;
           end 
        end
    end
endmodule
module RX(
    input clk, rst,
    input in,
    input rx_en,
    output reg error,
    output reg[7:0]out
);
    reg [4:0]counter;
    reg [7:0]mem;
    reg wire_rx_en;
    always @(posedge clk, negedge rst)
    begin
        if(!rst)
        begin
            error <= 1'b0;
            counter <= 5'd0;
            out <= 8'd0;
            wire_rx_en <= 1'b0;
        end
        else
        begin
            if(rx_en)
            begin
                counter <= counter + 1;
                mem[counter-1] <= in;
                error <= 1'b0;
            end
            else
            begin
                if(in == 1'b0)
                begin
                    error <= 1'b1;
                    counter <= 5'd0;
                    mem <= 8'd0;
                end
                else
                begin
                    error <= 1'b0;
                    counter <= 5'd0;
                    mem <= 8'd0;
                end
            end
            if(counter == 5'd9)
            begin
                out <= mem;
            end
            else 
            begin
            end
        end
    end
endmodule
module UARTH(
    input clk,rst,
    input [7:0]in,
    input tx_en,
    output [7:0]out,
    output error
);
    wire tx_out;
    wire rx_en;
    TX TX(
        .in(in),
        .rst(rst),
        .clk(clk),
        .tx_en(tx_en),
        .rx_en(rx_en),
        .out(tx_out)
    );
    RX RX(
        .in(tx_out),
        .rst(rst),
        .clk(clk),
        .rx_en(rx_en),
        .error(error),
        .out(out)
    );
endmodule
File: flow/run.sh
#!/bin/bash
# OpenROAD 26Q1-2900-gdf79404cd8, Yosys 0.63+post, stock flow scripts
make -C /OpenROAD-flow-scripts/flow DESIGN_CONFIG=/design/flow/config.mk WORK_HOME=/design/flow/orfs finish
==> impl_metrics.prom <==
# HELP chip_impl_metric Implementation results
# TYPE chip_impl_metric gauge
chip_impl_metric{name="avgViaCountPerCell",unit=""} 4.89
chip_impl_metric{name="slew_violations",unit=""} 0
chip_impl_metric{name="final.setup.tns",unit="ns"} -0.637
chip_impl_metric{name="cp.arrival",unit="ns"} 2.94
chip_impl_metric{name="totalWireLength",unit="um"} 4590
chip_impl_metric{name="cts_made_buffers",unit=""} 5
chip_impl_info{name="ys_top_cells_by_area",value="sky130_fd_sc_hd__dfrtp_1, sky130_fd_sc_hd__edfxtp_1, sky130_fd_sc_hd__ha_1"} 1
chip_impl_metric{name="regToRegSetupSlack",unit="ns"} -0.1
chip_impl_info{name="yosys_most_used_dff",value="sky130_fd_sc_hd__dfrtp_1"} 1
chip_impl_metric{name="power_per_cell_area",unit="nW/um^2"} 840
chip_impl_info{name="worstSetupPathType",value="reg -> reg"} 1
chip_impl_info{name="failed_checks",value="negative setup slack"} 1
chip_impl_metric{name="fin_worst_hold_slack",unit="ns"} 0.155
chip_impl_metric{name="timing.final.hold_violations",unit=""} 0
chip_impl_metric{name="critPathRequiredTime",unit="ns"} 2.84
chip_impl_metric{name="detailroute.via_count",unit=""} 1742
chip_impl_info{name="endpoint_kind",value="flop"} 1
chip_impl_info{name="layout.cells.most_common_list",value="sky130_fd_sc_hd__dfrtp_1, sky130_fd_sc_hd__buf_4, sky130_fd_sc_hd__clkdlybuf4s50_1"} 1
chip_impl_metric{name="detailed_place.area",unit="sq um"} 2840
chip_impl_metric{name="drt_drc_violations_left",unit=""} 0
chip_impl_info{name="critical_path_start_type",value="flop"} 1
chip_impl_metric{name="critPathMaxFanout",unit=""} 7
chip_impl_metric{name="pre_cts_slack",unit="ns"} -0.216
chip_impl_metric{name="maximum_number_of_pins_on_one_net_before_global_route_repair",unit=""} 24
chip_impl_metric{name="max_freq",unit="MHz"} 345
chip_impl_metric{name="wl_per_cell",unit="um"} 12.9
chip_impl_metric{name="ys.warnings.count",unit=""} 2
chip_impl_metric{name="grt_remaining_overflow",unit=""} 0
chip_impl_metric{name="drv.max_cap_violation_count",unit=""} 0
chip_impl_metric{name="htree_num_levels",unit=""} 2
chip_impl_metric{name="clock-sinks",unit=""} 38
chip_impl_info{name="synth.largest_area_cell",value="sky130_fd_sc_hd__dfrtp_1"} 1
chip_impl_metric{name="clock_tree.buffer_depth",unit=""} 2
chip_impl_metric{name="final_area",unit="sq um"} 3120
chip_impl_metric{name="cts_hold_buf",unit=""} 0
chip_impl_info{name="grt_setup_unrepaired",value="true"} 1
chip_impl_metric{name="residual_antenna_violating_net_count_after_detailed_routing",unit=""} 0
chip_impl_metric{name="final-instance-count-excl-fill",unit=""} 356
chip_impl_info{name="outcome",value="finished, violations left"} 1
chip_impl_metric{name="clock-skew-final",unit="ns"} 0.0122
chip_impl_metric{name="finalPower",unit="mW"} 2.62
chip_impl_metric{name="fillerInstances",unit=""} 669
chip_impl_metric{name="synth.yosys.chip_area",unit="sq um"} 2350
chip_impl_info{name="final_common_cell",value="sky130_fd_sc_hd__dfrtp_1"} 1
chip_impl_metric{name="synth.yosys.seq_area_share",unit="%"} 42.2
chip_impl_metric{name="async_s_r_ff_share_synth",unit="%"} 78.9
chip_impl_metric{name="dr.first_iter.drc_count",unit=""} 69
chip_impl_metric{name="dieWidth",unit="um"} 90.5
chip_impl_metric{name="final_hpwl_from_detailed_placement",unit="um"} 3330
chip_impl_metric{name="layout-area-overhead-vs-synth",unit="%"} 32.9
chip_impl_metric{name="peakVddDrop",unit="mV"} 0.444
chip_impl_metric{name="chip_area",unit="sq um"} 8190
chip_impl_info{name="critPathMostFrequentCell",value="sky130_fd_sc_hd__ha_4"} 1
chip_impl_info{name="library_cell_contributing_the_largest_single_delay_on_the_critical_path",value="sky130_fd_sc_hd__or4_4"} 1
chip_impl_metric{name="worst_path_largest_cell_delay",unit="ns"} 0.44
chip_impl_metric{name="track_usage",unit="%"} 12.0
chip_impl_info{name="tritoncts",value="built"} 1
chip_impl_metric{name="clock_latency",unit="ns"} 0.30
chip_impl_metric{name="first_global_vias",unit=""} 1644
chip_impl_metric{name="edf_count",unit=""} 8
chip_impl_metric{name="globalplace.congestion",unit=""} 0.861
chip_impl_metric{name="fin_crit_sh",unit="%"} 104
chip_impl_metric{name="antenna-diode-count",unit=""} 0
chip_impl_metric{name="synthDominantCellAreaShare",unit="%"} 31.9
chip_impl_metric{name="mappedNetlistArea",unit="sq um"} 2350
chip_impl_metric{name="fin_crit",unit="ns"} 2.90
chip_impl_metric{name="synthCells",unit=""} 212
chip_impl_metric{name="timing.slew.headroom",unit="%"} 51.4
chip_impl_metric{name="clk_pin_slew_worst_paths",unit="ns"} 0.08
chip_impl_metric{name="netlist-cell-type-count",unit=""} 51
chip_impl_metric{name="finish.utilization",unit="%"} 42.2
chip_impl_metric{name="core_area",unit="sq um"} 7410
chip_impl_info{name="timing.critical_path.cells",value="inv_4 > ha_4 > or4_4 > o21ai_4 > nand3_2 > ha_4 > nor4b_4 > nand4_1 > mux2i_2 > buf_6 > o2111ai_1 > mux2i_1"} 1
chip_impl_metric{name="grt_antenna_before_repair",unit=""} 0
chip_impl_metric{name="worst_slack",unit="ns"} -0.100
chip_impl_info{name="cts_root_buf",value="sky130_fd_sc_hd__clkbuf_8"} 1
chip_impl_metric{name="p_leak",unit="nW"} 1.25
chip_impl_info{name="worst_hold_path_type",value="in -> async"} 1
chip_impl_metric{name="ioPinCount",unit=""} 20
chip_impl_metric{name="number_of_rows_created_at_floorplan",unit=""} 31
chip_impl_metric{name="die_height",unit="um"} 90.5
chip_impl_metric{name="stage_log_warnings",unit=""} 36
chip_impl_metric{name="initial_utilization",unit="%"} 31.7
chip_impl_metric{name="yosys_register_bits",unit=""} 38
chip_impl_metric{name="wire_length_of_the_first_global_routing_pass",unit="um"} 7920
chip_impl_metric{name="yosysCellCount",unit=""} 212
chip_impl_metric{name="post_synth.cell_area_avg",unit="sq um"} 11.1
chip_impl_metric{name="place.port_buffers",unit=""} 19
chip_impl_metric{name="detailedRoute.firstPassIterationCount",unit=""} 4
chip_impl_metric{name="setup_violations",unit=""} 7
chip_impl_metric{name="placedCellCount",unit=""} 344
chip_impl_metric{name="worst_slew_pin_slew",unit="ns"} 0.726
chip_impl_metric{name="final_layout_size_suffix_gt1_share",unit="%"} 32.7
==> cell type report <==
class                           count  area (sq um)  area share [%]
Clock buffer                        5          68.8            2.20
Clock inverter                      3          63.8            2.04
Inverter                           13          51.3            1.64
Multi-Input combinational cell    151          1430            45.6
Sequential cell                    38           992            31.8
Tap cell                           99           124            3.96
Timing Repair Buffer               47           399            12.8
==> where the power goes <==
| part | internal [mW] | total (mW) | switching [mW] |
|---|---|---|---|
| Combinational | 0.640 | 1.27 | 0.628 |
| Sequential | 0.669 | 0.802 | 0.134 |
| Clock | 0.353 | 0.553 | 0.200 |
| Total | 1.66 | 2.62 | 0.963 |
==> cells in the mapped netlist (2+ instances only) <==
cell type and number:
sky130_fd_sc_hd__mux2i_1 9, sky130_fd_sc_hd__mux4_2 2, sky130_fd_sc_hd__nor3_1 8, sky130_fd_sc_hd__mux2_2 16, sky130_fd_sc_hd__nand2_1 16, sky130_fd_sc_hd__nand3_1 8
sky130_fd_sc_hd__o2111ai_1 3, sky130_fd_sc_hd__o21ai_0 4, sky130_fd_sc_hd__inv_1 13, sky130_fd_sc_hd__o211ai_1 5, sky130_fd_sc_hd__clkbuf_1 7, sky130_fd_sc_hd__edfxtp_1 8
sky130_fd_sc_hd__nor4_1 2, sky130_fd_sc_hd__dfrtp_1 30, sky130_fd_sc_hd__a21oi_1 3, sky130_fd_sc_hd__nor2_1 12, sky130_fd_sc_hd__nor4b_1 2, sky130_fd_sc_hd__xnor2_1 7
sky130_fd_sc_hd__o22ai_1 2, sky130_fd_sc_hd__nand4_1 8, sky130_fd_sc_hd__ha_1 17
==> path summary, 6_finish.rpt <==
kind	from	end	cells past startpoint
setup / recovery	RX.counter[0]$_DFF_PN0_	RX.mem[7]$_SDFFCE_PN0P_	12
max in group asynchronous	rst	RX.counter[0]$_DFF_PN0_	2
hold / removal	rst	RX.out[2]$_DFFE_PN0N_	1
hold reg to reg	TX.out$_DFF_PN0_	RX.error$_DFF_PN0_	1
setup reg to reg	RX.counter[0]$_DFF_PN0_	RX.mem[7]$_SDFFCE_PN0P_	12
min in group clk0	TX.out$_DFF_PN0_	RX.error$_DFF_PN0_	1
==> kinds of logic (layout without fill, tap and decap cells) <==
family / count (synthesis) / in the layout / share of synthesized area (%)
compound gates: 25 / 25 / 8.99
xor+xnor: 8 / 8 / 3.30
fa+ha+maj: 17 / 17 / 9.05
buf+inv: 23 / 68 / 4.20
flops: 38 / 38 / 42.2
mux: 28 / 28 / 14.0
simple gates: 73 / 73 / 18.3
==> timing repair <==
action | in CTS | in global routing
buffers inserted | 3 | 1
endpoints found under the setup margin | 8 | 8
pin swaps | 8 | 3
gates resized | 11 | 8
==> layer usage <==
metal	GRT usage (%)	routed length [um]	vias up
met4	1.88	86	0
met5	0	0	-
met1	19.3	2280	831
met2	18.0	2080	27
met3	1.54	139	7
li1	-	-	877
==> critical path: cells and delay by family (launching register included) <==
| kind | cells | cell delay, ns |
|---|---|---|
| AND-OR/OR-AND | 2 | 0.22 |
| adder cells (fa/ha/maj) | 2 | 0.40 |
| buffers and inverters | 2 | 0.21 |
| flip-flops | 1 | 0.41 |
| multiplexers | 2 | 0.38 |
| AND/OR/NAND/NOR | 4 | 1.03 |
==> sequential cells by signal, summed over array words and instances (netlist names) <==
| signal | flops |
|---|---|
| TX.wire_tx_en | 1 |
| RX.error | 1 |
| RX.out | 8 |
| TX.mem | 8 |
| RX.mem | 8 |
| TX.out | 1 |
| TX.rx_en | 1 |
| RX.counter | 5 |
| TX.counter | 5 |
Power is estimated from default activity; no workload was simulated.
